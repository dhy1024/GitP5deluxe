File: /design/flow/design.v
`timescale 1ns / 1ps
`timescale 1ns / 1ps
module AT_encoder(
    input [31:0] instr,
    output [31:0] Tnew,
    output [31:0] Tuse_A1,
    output [31:0] Tuse_A2,
    output [31:0] A1,
    output [31:0] A2,
    output [31:0] A3,
    output [31:0] type
);
reg [31:0] Tnew_reg, Tuse_A1_reg, Tuse_A2_reg, A1_reg, 
            A2_reg, A3_reg, type_reg;
always @(*) begin
    if(instr[31:26]==6'b000000 && instr[5:0]==6'b100001) begin  
        Tnew_reg <= 2; 
        Tuse_A1_reg <= 1;
        Tuse_A2_reg <= 1; 
        A1_reg <= instr[25:21];
        A2_reg <= instr[20:16];
        A3_reg <= instr[15:11];
        type_reg <= 1;
    end
    else if(instr[31:26]==6'b000000 && instr[5:0]==6'b100011) begin  
        Tnew_reg <= 2; 
        Tuse_A1_reg <= 1;
        Tuse_A2_reg <= 1; 
        A1_reg <= instr[25:21];
        A2_reg <= instr[20:16];
        A3_reg <= instr[15:11];
        type_reg <= 1;
    end
	 else if(instr[31:26]==6'b011000 && instr[5:0]==6'b011110) begin  
        Tnew_reg <= 1; 
        Tuse_A1_reg <= 0;
        Tuse_A2_reg <= 0; 
        A1_reg <= instr[25:21];
        A2_reg <= instr[20:16];
        A3_reg <= instr[15:11];
        type_reg <= 1;
    end
    else if(instr[31:26]==6'b001101 ) begin  
        Tnew_reg <= 2; 
        Tuse_A1_reg <= 1;
        Tuse_A2_reg <= 4; 
        A1_reg <= instr[25:21];
        A2_reg <= -1;
        A3_reg <= instr[20:16];
        type_reg <= 1;
    end
    else if(instr[31:26]==6'b100011 ) begin  
        Tnew_reg <= 3; 
        Tuse_A1_reg <= 1;
        Tuse_A2_reg <= 4; 
        A1_reg <= instr[25:21];
        A2_reg <= -1;
        A3_reg <= instr[20:16];
        type_reg <= 2;
    end
    else if(instr[31:26]==6'b101011 ) begin  
        Tnew_reg <= 0; 
        Tuse_A1_reg <= 1;
        Tuse_A2_reg <= 2; 
        A1_reg <= instr[25:21];
        A2_reg <= instr[20:16];
        A3_reg <= -2;
        type_reg <= 0;
    end
    else if(instr[31:26]==6'b000100 ) begin  
        Tnew_reg <= 0; 
        Tuse_A1_reg <= 0;
        Tuse_A2_reg <= 0; 
        A1_reg <= instr[25:21];
        A2_reg <= instr[20:16];
        A3_reg <= -2;
        type_reg <= 0;
    end
    else if(instr[31:26]==6'b001111 ) begin  
        Tnew_reg <= 2; 
        Tuse_A1_reg <= 4;
        Tuse_A2_reg <= 4; 
        A1_reg <= -1;
        A2_reg <= -1;
        A3_reg <= instr[20:16];
        type_reg <= 1;
    end
    else if(instr[31:26]==6'b000010 ) begin  
        Tnew_reg <= 0; 
        Tuse_A1_reg <= 4;
        Tuse_A2_reg <= 4; 
        A1_reg <= -1;
        A2_reg <= -1;
        A3_reg <= -2;
        type_reg <= 0;
    end
    else if(instr[31:26]==6'b000011 ) begin  
        Tnew_reg <= 1; 
        Tuse_A1_reg <= 4;
        Tuse_A2_reg <= 4; 
        A1_reg <= -1;
        A2_reg <= -1;
        A3_reg <= 32'd31;
        type_reg <= 1;
    end
    else if(instr[31:26]==6'b000000 && instr[5:0]==6'b001000) begin  
        Tnew_reg <= 0; 
        Tuse_A1_reg <= 0;
        Tuse_A2_reg <= 4; 
        A1_reg <= instr[25:21];
        A2_reg <= -1;
        A3_reg <= -2;
        type_reg <= 0;
    end
    else if(instr[31:26]==6'b000000 && instr[5:0]==6'b000000) begin  
        Tnew_reg <= 0; 
        Tuse_A1_reg <= 4;
        Tuse_A2_reg <= 4; 
        A1_reg <= -1;
        A2_reg <= -1;
        A3_reg <= -2;
        type_reg <= 0;
    end
end
assign Tnew = Tnew_reg;
assign Tuse_A1 = Tuse_A1_reg;
assign Tuse_A2 = Tuse_A2_reg;
assign A1 = A1_reg;
assign A2 = A2_reg;
assign A3 = A3_reg;
assign type = type_reg;
endmodule  
`timescale 1ns / 1ps
`timescale 1ns / 1ps
module C_D2E_GRF(
    input reset,
    input clk,
	 input setNOP,
    input [31:0] Tnew_in,
    input [31:0] Tuse_A1_in,
    input [31:0] Tuse_A2_in,
    input [31:0] A1_in,
    input [31:0] A2_in,
    input [31:0] A3_in,
    input [31:0] type_in,
    output reg [31:0] Tnew,
    output reg [31:0] Tuse_A1,
    output reg [31:0] Tuse_A2,
    output reg [31:0] A1,
    output reg [31:0] A2,
    output reg [31:0] A3,
    output reg [31:0] type
);
initial begin
    Tnew <= 0;
    Tuse_A1 <= 4;
    Tuse_A2 <= 4;
    A1 <= -1;
    A2 <= -1;
    A3 <= -2;
    type <=0;
end
always @ (posedge clk) begin
    if (reset)  begin
        Tnew <= 0;
        Tuse_A1 <= 0;
        Tuse_A2 <= 0;
        A1 <= 0;
        A2 <= 0;
        A3 <= 0;
        type <=0;
    end
	 if (setNOP) begin
		Tnew <= 0;
		Tuse_A1 <= 4;
		Tuse_A2 <= 4;
		A1 <= -1;
		A2 <= -1;
		A3 <= -2;
		type <=0;
	 end
    else begin
		if(Tnew_in>0)
        Tnew <= Tnew_in - 1;
        Tuse_A1 <= Tuse_A1_in;
        Tuse_A2 <= Tuse_A2_in;
        A1 <= A1_in;
        A2 <= A2_in;
        A3 <= A3_in;
        type <=type_in;
    end
end
endmodule  
module C_E2M_GRF(
    input reset,
    input clk,
    input [31:0] Tnew_in,
    input [31:0] Tuse_A1_in,
    input [31:0] Tuse_A2_in,
    input [31:0] A1_in,
    input [31:0] A2_in,
    input [31:0] A3_in,
    input [31:0] type_in,
    output reg [31:0] Tnew,
    output reg [31:0] Tuse_A1,
    output reg [31:0] Tuse_A2,
    output reg [31:0] A1,
    output reg [31:0] A2,
    output reg [31:0] A3,
    output reg [31:0] type
);
initial begin
    Tnew <= 0;
    Tuse_A1 <= 4;
    Tuse_A2 <= 4;
    A1 <= -1;
    A2 <= -1;
    A3 <= -2;
    type <=0;
end
always @ (posedge clk) begin
    if (reset)  begin
        Tnew <= 0;
        Tuse_A1 <= 0;
        Tuse_A2 <= 0;
        A1 <= 0;
        A2 <= 0;
        A3 <= 0;
        type <=0;
    end
    else begin
		if(Tnew_in>0)
        Tnew <= Tnew_in -1 ;
        Tuse_A1 <= Tuse_A1_in;
        Tuse_A2 <= Tuse_A2_in;
        A1 <= A1_in;
        A2 <= A2_in;
        A3 <= A3_in;
        type <=type_in;
    end
end
endmodule  
module C_M2W_GRF(
    input reset,
    input clk,
    input [31:0] Tnew_in,
    input [31:0] Tuse_A1_in,
    input [31:0] Tuse_A2_in,
    input [31:0] A1_in,
    input [31:0] A2_in,
    input [31:0] A3_in,
    input [31:0] type_in,
    output reg [31:0] Tnew,
    output reg [31:0] Tuse_A1,
    output reg [31:0] Tuse_A2,
    output reg [31:0] A1,
    output reg [31:0] A2,
    output reg [31:0] A3,
    output reg [31:0] type
);
initial begin
    Tnew <= 0;
    Tuse_A1 <= 4;
    Tuse_A2 <= 4;
    A1 <= -1;
    A2 <= -1;
    A3 <= -2;
    type <=0;
end
always @ (posedge clk) begin
    if (reset)  begin
        Tnew <= 0;
        Tuse_A1 <= 0;
        Tuse_A2 <= 0;
        A1 <= 0;
        A2 <= 0;
        A3 <= 0;
        type <=0;
    end
    else begin
	 if(Tnew_in>0)
        Tnew <= Tnew_in - 1;
        Tuse_A1 <= Tuse_A1_in;
        Tuse_A2 <= Tuse_A2_in;
        A1 <= A1_in;
        A2 <= A2_in;
        A3 <= A3_in;
        type <=type_in;
    end
end
endmodule  
`timescale 1ns / 1ps
`timescale 1ns / 1ps
module Crtl_Field(
    input reset,
    input clk,
    input [31:0] instr,
    output stop,
    output [31:0] D_FMUX1_slt,
    output [31:0] D_FMUX2_slt,
    output [31:0] E_FMUX1_slt,
    output [31:0] E_FMUX2_slt,
    output [31:0] M_FUMX_slt
);
wire [31:0] D_Tnew, D_Tuse_A1, D_Tuse_A2,
            D_A1, D_A2, D_A3, D_type,
            E_Tnew, E_Tuse_A1, E_Tuse_A2,
            E_A1, E_A2, E_A3, E_type,
            M_Tnew, M_Tuse_A1, M_Tuse_A2,
            M_A1, M_A2, M_A3, M_type,
            W_Tnew, W_Tuse_A1, W_Tuse_A2,
            W_A1, W_A2, W_A3, W_type;
AT_encoder AT_encoder_1 (.instr(instr), .Tnew(D_Tnew), .Tuse_A1(D_Tuse_A1),
            .Tuse_A2(D_Tuse_A2), .A1(D_A1), .A2(D_A2), .A3(D_A3), .type(D_type));
C_D2E_GRF C_D2E_GRF_1 (.reset(reset), .clk(clk), .setNOP(stop), .Tnew_in(D_Tnew), 
            .Tuse_A1_in(D_Tuse_A1), .Tuse_A2_in(D_Tuse_A2), .A1_in(D_A1),
            .A2_in(D_A2), .A3_in(D_A3), .type_in(D_type), .Tnew(E_Tnew),
            .Tuse_A1(E_Tuse_A1), .Tuse_A2(E_Tuse_A2), .A1(E_A1), .A2(E_A2),
            .A3(E_A3), .type(E_type));
C_E2M_GRF C_E2M_GRF_1 (.reset(reset), .clk(clk), .Tnew_in(E_Tnew), 
            .Tuse_A1_in(E_Tuse_A1), .Tuse_A2_in(E_Tuse_A2), .A1_in(E_A1),
            .A2_in(E_A2), .A3_in(E_A3), .type_in(E_type), .Tnew(M_Tnew),
            .Tuse_A1(M_Tuse_A1), .Tuse_A2(M_Tuse_A2), .A1(M_A1), .A2(M_A2),
            .A3(M_A3), .type(M_type));
C_M2W_GRF C_M2W_GRF_1 (.reset(reset), .clk(clk), .Tnew_in(M_Tnew), 
            .Tuse_A1_in(M_Tuse_A1), .Tuse_A2_in(M_Tuse_A2), .A1_in(M_A1),
            .A2_in(M_A2), .A3_in(M_A3), .type_in(M_type), .Tnew(W_Tnew),
            .Tuse_A1(W_Tuse_A1), .Tuse_A2(W_Tuse_A2), .A1(W_A1), .A2(W_A2),
            .A3(W_A3), .type(W_type));
S_ctrl S_ctrl_1 (.D_Tnew(D_Tnew), .D_Tuse_A1(D_Tuse_A1), .D_Tuse_A2(D_Tuse_A2),
            .D_A1(D_A1), .D_A2(D_A2), .D_A3(D_A3), .D_type(D_type),
            .E_Tnew(E_Tnew), .E_Tuse_A1(E_Tuse_A1), .E_Tuse_A2(E_Tuse_A2),
            .E_A1(E_A1), .E_A2(E_A2), .E_A3(E_A3), .E_type(E_type),
            .M_Tnew(M_Tnew), .M_Tuse_A1(M_Tuse_A1), .M_Tuse_A2(M_Tuse_A2),
            .M_A1(M_A1), .M_A2(M_A2), .M_A3(M_A3), .M_type(M_type),
            .W_Tnew(W_Tnew), .W_Tuse_A1(W_Tuse_A1), .W_Tuse_A2(W_Tuse_A2),
            .W_A1(W_A1), .W_A2(W_A2), .W_A3(W_A3), .W_type(W_type),
            .stop(stop));
F_ctrl F_ctrl_1 (.D_Tnew(D_Tnew), .D_Tuse_A1(D_Tuse_A1), .D_Tuse_A2(D_Tuse_A2),
            .D_A1(D_A1), .D_A2(D_A2), .D_A3(D_A3), .D_type(D_type),
            .E_Tnew(E_Tnew), .E_Tuse_A1(E_Tuse_A1), .E_Tuse_A2(E_Tuse_A2),
            .E_A1(E_A1), .E_A2(E_A2), .E_A3(E_A3), .E_type(E_type),
            .M_Tnew(M_Tnew), .M_Tuse_A1(M_Tuse_A1), .M_Tuse_A2(M_Tuse_A2),
            .M_A1(M_A1), .M_A2(M_A2), .M_A3(M_A3), .M_type(M_type),
            .W_Tnew(W_Tnew), .W_Tuse_A1(W_Tuse_A1), .W_Tuse_A2(W_Tuse_A2),
            .W_A1(W_A1), .W_A2(W_A2), .W_A3(W_A3), .W_type(W_type),
            .D_FMUX1_slt(D_FMUX1_slt), .D_FMUX2_slt(D_FMUX2_slt), 
            .E_FMUX1_slt(E_FMUX1_slt), .E_FMUX2_slt(E_FMUX2_slt), 
            .M_FUMX_slt(M_FUMX_slt));
endmodule  
`timescale 1ns / 1ps
`timescale 1ns / 1ps
module F_ctrl(
    input [31:0] D_Tnew,
    input [31:0] D_Tuse_A1,
    input [31:0] D_Tuse_A2,
    input [31:0] D_A1,
    input [31:0] D_A2,
    input [31:0] D_A3,
    input [31:0] D_type,
    input [31:0] E_Tnew,
    input [31:0] E_Tuse_A1,
    input [31:0] E_Tuse_A2,
    input [31:0] E_A1,
    input [31:0] E_A2,
    input [31:0] E_A3,
    input [31:0] E_type,
    input [31:0] M_Tnew,
    input [31:0] M_Tuse_A1,
    input [31:0] M_Tuse_A2,
    input [31:0] M_A1,
    input [31:0] M_A2,
    input [31:0] M_A3,
    input [31:0] M_type,
    input [31:0] W_Tnew,
    input [31:0] W_Tuse_A1,
    input [31:0] W_Tuse_A2,
    input [31:0] W_A1,
    input [31:0] W_A2,
    input [31:0] W_A3,
    input [31:0] W_type,
    output [31:0] D_FMUX1_slt,
    output [31:0] D_FMUX2_slt,
    output [31:0] E_FMUX1_slt,
    output [31:0] E_FMUX2_slt,
    output [31:0] M_FUMX_slt
);
assign D_FMUX1_slt = (D_A1!=0 && D_A1==M_A3 && M_type==1)? 0 :
                     (D_A1!=0 && D_A1==W_A3 && W_type==1)? 1 :
                     (D_A1!=0 && D_A1==W_A3 && W_type==2)? 2 : 3;
assign D_FMUX2_slt = (D_A2!=0 && D_A2==M_A3 && M_type==1)? 0 :
                     (D_A2!=0 && D_A2==W_A3 && W_type==1)? 1 :
                     (D_A2!=0 && D_A2==W_A3 && W_type==2)? 2 : 3;
assign E_FMUX1_slt = (E_A1!=0 && E_A1==M_A3 && M_type==1)? 0 :
                     (E_A1!=0 && E_A1==W_A3 && W_type==1)? 1 :
                     (E_A1!=0 && E_A1==W_A3 && W_type==2)? 2 : 3;
assign E_FMUX2_slt = (E_A2!=0 && E_A2==M_A3 && M_type==1)? 0 :
                     (E_A2!=0 && E_A2==W_A3 && W_type==1)? 1 :
                     (E_A2!=0 && E_A2==W_A3 && W_type==2)? 2 : 3;
assign M_FUMX_slt =  (M_A2!=0 && M_A2==W_A3 && W_type==1)? 0:
                     (M_A2!=0 && M_A2==W_A3 && W_type==2)? 1: 2;
endmodule  
`timescale 1ns / 1ps
`timescale 1ns / 1ps
module S_ctrl(
    input [31:0] D_Tnew,
    input [31:0] D_Tuse_A1,
    input [31:0] D_Tuse_A2,
    input [31:0] D_A1,
    input [31:0] D_A2,
    input [31:0] D_A3,
    input [31:0] D_type,
    input [31:0] E_Tnew,
    input [31:0] E_Tuse_A1,
    input [31:0] E_Tuse_A2,
    input [31:0] E_A1,
    input [31:0] E_A2,
    input [31:0] E_A3,
    input [31:0] E_type,
    input [31:0] M_Tnew,
    input [31:0] M_Tuse_A1,
    input [31:0] M_Tuse_A2,
    input [31:0] M_A1,
    input [31:0] M_A2,
    input [31:0] M_A3,
    input [31:0] M_type,
    input [31:0] W_Tnew,
    input [31:0] W_Tuse_A1,
    input [31:0] W_Tuse_A2,
    input [31:0] W_A1,
    input [31:0] W_A2,
    input [31:0] W_A3,
    input [31:0] W_type,
    output stop
);
wire ES, ES1, ES2, 
     MS, MS1, MS2,
     WS, WS1, WS2;
assign ES1 = (D_A1==E_A3 && D_Tuse_A1<E_Tnew)? 1:0;
assign ES2 = (D_A2==E_A3 && D_Tuse_A2<E_Tnew)? 1:0;
assign MS1 = (D_A1==M_A3 && D_Tuse_A1<M_Tnew)? 1:0;
assign MS2 = (D_A2==M_A3 && D_Tuse_A2<M_Tnew)? 1:0;
assign WS1 = (D_A1==W_A3 && D_Tuse_A1<W_Tnew)? 1:0;
assign WS2 = (D_A2==W_A3 && D_Tuse_A2<W_Tnew)? 1:0;
assign ES = ES1 | ES2;
assign MS = MS1 | MS2;
assign WS = WS1 | WS2;
assign stop = (ES | MS | WS);
endmodule  
File: /design/flow/run.sh
#!/bin/bash
# OpenROAD 26Q1-2900-gdf79404cd8, Yosys 0.63+post, stock flow scripts
make -C /OpenROAD-flow-scripts/flow DESIGN_CONFIG=/design/flow/config.mk WORK_HOME=/design/flow/orfs finish
File: /design/flow/config.mk
export PLATFORM = sky130hd
export DESIGN_NAME = Crtl_Field
export DESIGN_NICKNAME = Crtl_Field
export VERILOG_FILES = /design/flow/design.v
export SDC_FILE = /design/flow/constraint.sdc
export NUM_CORES = 4
export LEC_CHECK = 1
export CORE_UTILIZATION = 40
File: /design/flow/constraint.sdc
current_design Crtl_Field

set clk_period 4.7
set clk_io_pct 0.2

create_clock -name clk0 -period $clk_period [get_ports {clk}]

set non_clock_inputs [all_inputs -no_clocks]
set_input_delay [expr $clk_period * $clk_io_pct] -clock clk0 $non_clock_inputs
set_output_delay [expr $clk_period * $clk_io_pct] -clock clk0 [all_outputs]
==> flow_summary.toml <==
# yosys + openroad results
[outcome]
status = "finished clean"

[layout]
final_area_um2 = 6010
area_growth_pct = 4.19
drive_gt1_frac = 0.0458
largest_reg_flops = 32

[grt]
grt_pass1_vias = 3383
grt_max_degree = 51
antenna_found_initial = 0
gr-usage-met1 = 0.213
busiest_layer = "met2"
grtUsageTotal = 0.143
grt_pass1_wl_um = 16400
grt_use_met3 = 0.0239
grt-ovfl-total = 0
met2_usage = 0.222

[power_and_ir_drop]
vdd_drop_max_uv = 173
total_power_w = 0.00173
p_leak_nw = 2.51
power_density_nw_per_um2 = 288

[setup_path]
crit_arrival_ns = 2.46
cp_cell_sequence = "or3_4, o2111ai_2, o211ai_1, nor4_4, inv_1, clkdlybuf4s50_1"
path_class = "register to output port"
cp_slowest_cell = "dfxtp_1"
reg2reg_setup_slack_ns = 2.48
r2r_start = "C_E2M_GRF_1.Tnew[30]$_SDFFE_PP0N_"
startpoint_type = "register"
endpoint_kind = "output port"
cp_max_fo = 19
required_ns = 3.76
cpPeakStageDelay_ns = 0.53
critPathLaunch = "C_E2M_GRF_1.Tnew[30]$_SDFFE_PP0N_"

[run]
warning_count = 31
maxCapViolations = 0

[yosys]
enable_flop_cells = 0
ff_type = "dfxtp_1"
synth_area_leader_cell = "dfxtp_1"
ys_ff = 108
yosys_area_um2 = 5770
syn_area_um2 = 5770
synth.most_common_cell = "buf_4"
syn_area_per_cell_um2 = 8.62
synthArstFlopShare = 0
ys_cells = 669
syn_inst = 669
yosysTopAreaCellShare = 0.288
yosysUniqueCellTypes = 53
common_cells = "151 x buf_4, 83 x dfxtp_1, 44 x nor2_1"
synth_warnings = 4
synthTopCellsByArea = "dfxtp_1 29%, buf_4 20%, xor2_1 6.5%"

[floorplanning]
rows = 43
initial_utilization = 0.412
io_pins = 195
core_area_um2 = 14000
die_w_um = 122
fp.dieH_um = 122
chip_area_um2 = 14900

[final_timing]
hold_violations = 0
slew_viol_final = 0
fmax_ghz = 0.294
period_needed_ns = 3.40
setup_viol = 0
max_slew_margin = 0.453
clock-skew-final_ns = 0.00673
unclocked_regs = 25
finalCritPeriodShare = 0.724
rsz0062_at_grt = "no"
worst_pin_slew_ns = 0.820
tns_ns = 0
untimed_endpoints = 25

[clock_tree]
cts_max_path_buffers = 2
post-cts-setup-buffers = 0
tritoncts = "built"
h-tree-depth = 3
cts-root-buf = "clkbuf_16"
numCtsBuffers = 9
cts.clk_slew.worst_paths_ns = 0.06
cts_resized = 0
insertion_delay_ns = 0.33
cts_hold_buf = 0

[place]
io_buffers = 39
place_congestion = 0.904
placed_area_um2 = 5710
dp_hpwl_um = 7770

[routing]
routed-via-count = 3882
n_antenna_cell = 0
ant_nets = 0
viasPerCell = 4.42
wl_um = 10300
drtIter0Drc = 162
wl_per_cell_um = 11.7
drc = 0
first_pass_iters = 4

[worst_hold_path]
min_from = "C_D2E_GRF_1.type[0]$_SDFF_PP0_"
min_path_type = "register to register"
-- final cells by class --
| class | instances | area, µm² |
|---|---|---|
| Multi-Input combinational cell | 511 | 2950 |
| Clock buffer | 11 | 243 |
| Clock inverter | 5 | 52.6 |
| Tap cell | 180 | 225 |
| Fill cell | 1341 | 7980 |
| Inverter | 19 | 71.3 |
| Timing Repair Buffer | 44 | 428 |
| Sequential cell | 108 | 2040 |
-- power by group --
group          internal [W]  leakage, nW  switching (W)
clock              0.000423        0.145       0.000259
combinational      0.000112         1.48       0.000119
sequential         0.000767        0.885      0.0000498
-- metrics by stage --
stage               hold slack [ns]   util  cells  worst slack (ns)
floorplan                     0.414      -    818              2.07
global placement              0.438  0.408    862              1.64
detailed placement            0.439  0.408    862              1.63
CTS                           0.452  0.429    878              1.23
global route                  0.459  0.429    878              1.09
finish                        0.446  0.429    878              1.30
-- worst max-delay path: cells and delay by family, from the launching register on --
family	cells	cell delay (ns)
buf+inv	2	0.48
simple gates	2	0.78
flops	1	0.53
compound gates	2	0.34
-- final timing paths --
path                                 endpoint  depth (start not counted)
min            C_E2M_GRF_1.type[0]$_SDFF_PP0_                          1
max reg2reg  C_D2E_GRF_1.Tnew[0]$_SDFFE_PP0P_                          6
min reg2reg    C_E2M_GRF_1.type[0]$_SDFF_PP0_                          1
max                                      stop                          6
-- layout by cell type (no fill, tap or decap), drive strengths merged, types with 19 or more instances in the layout --
cell	count
nor4	21
nor2	44
a21oi	24
inv	19
xnor2	23
nor2b	27
xor2	43
conb	150
dfxtp	83
dlxtn	25
nand2b	31
nand2	22
clkdlybuf4s50	39
-- logic make-up after synthesis --
logic type / share of synthesized area
AOI/OAI and AO/OA: 0.0977
latches: 0.0651
adders and majority gates: 0.0260
other: 0.000650
xor gates and xnor gates: 0.100
muxes: 0.00174
DFF: 0.288
and+or+nand+nor: 0.188
buffers and inverters: 0.233
-- layer usage --
layer / vias to the layer above / part of all wire
met5: - / 0
li1: 1961 / -
met3: 19 / 0.057
met2: 154 / 0.46
met4: 0 / 0.026
met1: 1748 / 0.46
Power figures rest on the tool's default switching activity, not on a simulated workload.
