`run.sh`:
```
#!/bin/bash
# OpenROAD 26Q1-2900-gdf79404cd8, Yosys 0.63+post, stock flow scripts
make -C /OpenROAD-flow-scripts/flow DESIGN_CONFIG=/design/flow/config.mk WORK_HOME=/design/flow/orfs finish
```
`config.mk`:
```
export PLATFORM = sky130hd
export DESIGN_NAME = E2M_GRF
export DESIGN_NICKNAME = E2M_GRF
export VERILOG_FILES = /design/flow/design.v
export SDC_FILE = /design/flow/constraint.sdc
export NUM_CORES = 4
export LEC_CHECK = 1
export CORE_AREA = 10 10 169 169
export DIE_AREA = 0 0 179 179
```
`constraint.sdc`:
```
current_design E2M_GRF

set clk_period 1.0
set clk_io_pct 0.2

create_clock -name clk0 -period $clk_period [get_ports {clk}]

set non_clock_inputs [all_inputs -no_clocks]
set_input_delay [expr $clk_period * $clk_io_pct] -clock clk0 $non_clock_inputs
set_output_delay [expr $clk_period * $clk_io_pct] -clock clk0 [all_outputs]
```
`design.v`:
```
`timescale 1ns / 1ps
`timescale 1ns / 1ps
module I2D_GRF(
    input [31:0] PC_in,
    input [31:0] instr_in,
    input reset,
    input clk,
    input freeze,
    output reg [31:0] PC,
    output reg [31:0] instr
);
initial begin
    PC <= 0;
    instr <= 0;
end
always @ (posedge clk) begin
    if (reset)  begin
        PC <= 0;
        instr <= 0;
    end
    else if (!freeze) begin
        PC <= PC_in;
        instr <= instr_in;
    end
end
endmodule  
module D2E_GRF(
    input [31:0] PC_in,
    input [31:0] instr_in,
    input [31:0] D1_in,
    input [31:0] D2_in,
    input reset,
    input clk,
	 input setNOP,
    output reg [31:0] PC,
    output reg [31:0] instr,
    output reg [31:0] D1,
    output reg [31:0] D2
);
initial begin
    PC <= 0;
    instr <= 0;
    D1 <= 0;
    D2 <= 0;
end
always @ (posedge clk) begin
    if (reset | setNOP)  begin
        PC <= 0;
        instr <= 0;
        D1 <= 0;
        D2 <= 0;
    end
    else begin
        PC <= PC_in;
        instr <= instr_in;
        D1 <= D1_in;
        D2 <= D2_in;
    end
end
endmodule  
module E2M_GRF(
    input [31:0] PC_in,
    input [31:0] instr_in,
    input [31:0] ALUout_in,
    input [31:0] D2_in,
    input reset,
    input clk,
    output reg [31:0] PC,
    output reg [31:0] instr,
    output reg [31:0] ALUout,
    output reg [31:0] D2
);
initial begin
    PC <= 0;
    instr <= 0;
    ALUout <= 0;
    D2 <= 0;
end
always @ (posedge clk) begin
    if (reset )  begin
        PC <= 0;
        instr <= 0;
        ALUout <= 0;
        D2 <= 0;
    end
    else begin
        PC <= PC_in;
        instr <= instr_in;
        ALUout <= ALUout_in;
        D2 <= D2_in;
    end
end
endmodule  
module M2W_GRF(
    input [31:0] PC_in,
    input [31:0] instr_in,
    input [31:0] ALUout_in,
    input [31:0] MEMout_in,
    input reset,
    input clk,
    output reg [31:0] PC,
    output reg [31:0] instr,
    output reg [31:0] ALUout,
    output reg [31:0] MEMout
);
initial begin
    PC <= 0;
    instr <= 0;
    ALUout <= 0;
    MEMout <= 0;
end
always @ (posedge clk) begin
    if (reset )  begin
        PC <= 0;
        instr <= 0;
        ALUout <= 0;
        MEMout <= 0;
    end
    else begin
        PC <= PC_in;
        instr <= instr_in;
        ALUout <= ALUout_in;
        MEMout <= MEMout_in;
    end
end
endmodule  
```
==> Slide: Implementation Results <==
Run Summary

Logic synthesis
  – Synthesized area: 3465 um2
  – # Cells Yosys: 270
  – Syn avg cell area: 12.83 um2
  – Yosys Warn Count: 1
  – Yosys aoi share: 0%
  – Fa+ha+maj area frac: 0%
  – And+or+nand+nor area frac: 23.11%
  – Mapped Cells: 270
  – Yosys Chip Area: 3465 um2
  – Area fraction in xor and xnor cells: 0%
  – Register share after synthesis: 73.96%
  – Ys flops: 128
  – Synth unique cells: 5
  – MUX area fraction: 0%
  – Synth logic family: simple AND/OR/NAND/NOR gates

Clock network
  – TritonCTS clock tree: yes
  – Worst-path clk slew: 60 ps
  – # hold bufs at CTS: 0
  – Post-CTS setup buffers: 0
  – H-tree depth: 4
  – CTS Sinks: 128
  – Deepest clock path buffer count: 2
  – TritonCTS buffer count: 17
  – Root buf cell: clkbuf_16

Routing
  – Antenna viol nets, final: 0
  – Via density: 3.049
  – Antenna cells: 0
  – DR WL/cell: 14.05 um
  – Initial detailed-routing violation count: 60
  – Drc violations: 0
  – Vias: 2689
  – Final Routed Wirelength: 12400 um
  – DR pass1 iterations: 4

Placement
  – GPL Wtd Cong: 0.7832
  – IO buf count: 257
  – Dpl hpwl: 9922 um

Die
  – Chip width: 179 um
  – FP Rows: 58
  – Core ar.: 25040 um2
  – Full die area: 32040 um2
  – IO Pins: 258
  – Fp_density: 13.84%
  – Die H: 179 um

Global routing
  – Vias in the first global route: 2769
  – Initial antenna violation count: 0
  – All-Layer GR Usage: 7.341%
  – Largest net degree at the start of global routing: 46
  – Overflow after GRT: 0
  – First-pass GRT wire length: 17530 um

Worst setup path
  – CP Cell Sequence: buf_2
  – Crit path launch: ALUout[17]
  – CP max-delay cell: dfxtp_2
  – CP Depth: 1
  – Critical Path End: ALUout[17]
  – Crit path max-delay family: flip-flops
  – Crit path DRT: 800 ps
  – CP peak stage delay: 350 ps
  – Startpoint type of the worst setup path: register
  – Bufs and invs on worst path: 1
  – CP Class: register to output port
  – CP arrival: 860 ps
  – Nature of the critical path endpoint: output port
  – Crit Path Max Fanout: 1

Timing
  – Unrepaired setup endpoints after global routing: yes
  – Final Cycle Share: 105.7%
  – Post-route setup slack: -56.56 ps
  – Minimum clock period: 1057 ps
  – Max-slew violations: 0
  – Endpoints failing setup: 61
  – Endpoints failing hold: 0
  – Slew @ Worst Pin: 219.7 ps
  – Slew headroom: 85.35%
  – Post-Route Setup TNS: -656.6 ps
  – Fmax: 946.5 MHz

Run
  – Log Warnings: 27
  – Max Cap Viol: 0

Pwr
  – Leak: 2.822 nW
  – Design Power: 0.01303 W
  – Max VDD drop: 0.0008550 V
  – Cell Pwr Density: 2004 nW/um2

Final layout
  – Comb gate area: 800.8 um2
  – Top cells excl fill/tap: 128 x nor2b_1, 128 x clkdlybuf4s50_1, 121 x buf_2
  – Total of fill cells in the finished design: 2630
  – Layout cells sized above 1: 33.51%
  – Area Overhead vs Synth: 87.69%
  – FF/Latch Area: 2589 um2

Run status
  – Status: finished, violations left
  – Failing checks: negative setup slack

Min path
  – WHS Path Cells: 3
  – Min-delay worst type: primary input to register
==> cell type report <==
| type | count | area share (%) |
|---|---|---|
| Clock buffer | 23 | 7.196 |
| Timing Repair Buffer | 264 | 31.92 |
| Clock inverter | 9 | 2.405 |
| Multi-Input combinational cell | 128 | 12.31 |
| Tap cell | 330 | 6.350 |
| Sequential cell | 128 | 39.81 |
==> Yosys cell counts (all sizes together) <==
cell	instances	area share, %
buf	14	2.9
dfxtp	128	74
nor2b	128	23
==> worst min path at each step <==
stage	start	slack (ps)	end
final	reset	240	PC[31]
after global routing	reset	250	PC[11]
after CTS	reset	230	ALUout[17]
==> flip-flops by register name (all words and copies together) (netlist names) <==
signal  flops
ALUout     32
D2         32
PC         32
instr      32
==> layer usage <==
layer	up-vias	routed length (um)	track usage, %
met4	0	87	0.7923
met2	158	5420	11.25
met3	5	1904	4.705
met1	1178	4984	8.841
met5	-	0	0
li1	1348	-	-
==> power breakdown <==
group | internal, W | switching [W] | leakage, nW
clock network | 0.00431 | 0.00223 | 0.294
logic | 0.000781 | 0.000265 | 1.46
registers | 0.00538 | 0.0000616 | 1.07
==> cells by family (layout without fill, tap and decap cells) <==
group	Yosys count	after routing
and+or+nand+nor	128	128
buffers and inverters	14	296
DFF	128	128
==> per-stage QoR <==
stage	worst slack, ps	hold WS, ps	cells	utilization, %	cell area [um2]
after floorplan	324.5	328.2	270	-	3465
after global placement	-92.19	667.7	850	25.76	6449
after detailed placement	-90.78	678.8	850	25.76	6449
after CTS	-99.37	231.3	882	25.89	6481
after global routing	-104.9	247.8	882	25.97	6502
final	-56.56	241.3	882	25.97	6502
==> what timing repair did <==
item,CTS,global route
endpoints found under the setup margin,128,128
gates resized,432,9
pin swaps,0,0
Power is estimated from default activity; no workload was simulated.
